<file path="run.sh">
#!/bin/bash
# OpenROAD 26Q1-2900-gdf79404cd8, Yosys 0.63+post, stock flow scripts
make -C /OpenROAD-flow-scripts/flow DESIGN_CONFIG=/design/flow/config.mk WORK_HOME=/design/flow/orfs finish
</file>
<file path="config.mk">
export PLATFORM = sky130hd
export DESIGN_NAME = systolic_array
export DESIGN_NICKNAME = systolic_array
export VERILOG_FILES = /design/flow/design.v
export SDC_FILE = /design/flow/constraint.sdc
export NUM_CORES = 4
export LEC_CHECK = 1
export CORE_AREA = 10 10 108 108
export DIE_AREA = 0 0 118 118
</file>
<file path="constraint.sdc">
current_design systolic_array

set clk_period 1.2
set clk_io_pct 0.2

create_clock -name clk0 -period $clk_period [get_ports {clk}]

set non_clock_inputs [all_inputs -no_clocks]
set_input_delay [expr $clk_period * $clk_io_pct] -clock clk0 $non_clock_inputs
set_output_delay [expr $clk_period * $clk_io_pct] -clock clk0 [all_outputs]
</file>
<file path="design.v">
module block(inp_north, inp_west, clk, rst, outp_south, outp_east, result);
	input [31:0] inp_north, inp_west;
	output reg [31:0] outp_south, outp_east;
	input clk, rst;
	output reg [63:0] result;
	wire [63:0] multi;
	always @(posedge rst or posedge clk) begin
		if(rst) begin
			result <= 0;
			outp_east <= 0;
			outp_south <= 0;
		end
		else begin
			result <= result + multi;
			outp_east <= inp_west;
			outp_south <= inp_north;
		end
	end
	assign multi = inp_north*inp_west;
endmodule
module systolic_array(inp_west0, inp_west4, inp_west8, inp_west12,
		      inp_north0, inp_north1, inp_north2, inp_north3,
		      clk, rst, done);
	input [31:0] inp_west0, inp_west4, inp_west8, inp_west12,
		      inp_north0, inp_north1, inp_north2, inp_north3;
	output reg done;
	input clk, rst;
	reg [3:0] count;
	wire [31:0] inp_north0, inp_north1, inp_north2, inp_north3;
	wire [31:0] inp_west0, inp_west4, inp_west8, inp_west12;
	wire [31:0] outp_south0, outp_south1, outp_south2, outp_south3, outp_south4, outp_south5, outp_south6, outp_south7, outp_south8, outp_south9, outp_south10, outp_south11, outp_south12, outp_south13, outp_south14, outp_south15;
	wire [31:0] outp_east0, outp_east1, outp_east2, outp_east3, outp_east4, outp_east5, outp_east6, outp_east7, outp_east8, outp_east9, outp_east10, outp_east11, outp_east12, outp_east13, outp_east14, outp_east15;
	wire [63:0] result0, result1, result2, result3, result4, result5, result6, result7, result8, result9, result10, result11, result12, result13, result14, result15;
	block P0 (inp_north0, inp_west0, clk, rst, outp_south0, outp_east0, result0);
	block P1 (inp_north1, outp_east0, clk, rst, outp_south1, outp_east1, result1);
	block P2 (inp_north2, outp_east1, clk, rst, outp_south2, outp_east2, result2);
	block P3 (inp_north3, outp_east2, clk, rst, outp_south3, outp_east3, result3);
	block P4 (outp_south0, inp_west4, clk, rst, outp_south4, outp_east4, result4);
	block P8 (outp_south4, inp_west8, clk, rst, outp_south8, outp_east8, result8);
	block P12 (outp_south8, inp_west12, clk, rst, outp_south12, outp_east12, result12);
	block P5 (outp_south1, outp_east4, clk, rst, outp_south5, outp_east5, result5);
	block P6 (outp_south2, outp_east5, clk, rst, outp_south6, outp_east6, result6);
	block P7 (outp_south3, outp_east6, clk, rst, outp_south7, outp_east7, result7);
	block P9 (outp_south5, outp_east8, clk, rst, outp_south9, outp_east9, result9);
	block P10 (outp_south6, outp_east9, clk, rst, outp_south10, outp_east10, result10);
	block P11 (outp_south7, outp_east10, clk, rst, outp_south11, outp_east11, result11);
	block P13 (outp_south9, outp_east12, clk, rst, outp_south13, outp_east13, result13);
	block P14 (outp_south10, outp_east13, clk, rst, outp_south14, outp_east14, result14);
	block P15 (outp_south11, outp_east14, clk, rst, outp_south15, outp_east15, result15);
	always @(posedge clk or posedge rst) begin
		if(rst) begin
			done <= 0;
			count <= 0;
		end
		else begin
			if(count == 9) begin
				done <= 1;
				count <= 0;
			end
			else begin
				done <= 0;
				count <= count + 1;
			end
		end	
	end 
endmodule
</file>
==> out/results.env <==
REPORT.FINAL.HOLD_VIOL_COUNT=0
CRIT_PATH_CELL_TRACE='dlygate4sd2_1'
TIMING.CRITICAL_PATH.FANOUT_MAX=1
CP_NUM_CELLS=1
CRITICAL_PATH.TOP_DELAY_FAMILY='flip-flops'
TIMING.CRITICAL_PATH.REQUIRED_NS=0.96
SYNTHESIS.AREA_PER_INSTANCE_UM2=11.6
WORST-R2R-CELL-COUNT=3
DETAILEDROUTE.FIRSTPASSITERATIONCOUNT=2
DIE_HEIGHT_UM=118
GRT_START_MAX_NET_PINS=6
CTS_INSERTED_BUFFERS=3
PATH_CLK_SLEW_NS=0.04
VIA_PER_INST=0.895
FINAL_MAX_SLEW_VIOL_COUNT=0
POST_SYNTH_MOST_FREQUENT_CELLS='5 x sky130_fd_sc_hd__dfrtp_1, 3 x sky130_fd_sc_hd__inv_1, 2 x sky130_fd_sc_hd__o21ai_0'
YOSYSSEQAREASHARE_PCT=63.7
DR_ITER_0_VIOLS=1
REG2REG_FROM='count[1]$_DFF_PP0_'
P_R_AREA_GROWTH_VS_SYN_PCT=115
PLACEMENT.IO_BUFFERS=2
DRIVE_ABOVE_1_SHARE_PCT=17.4
FP.DIEAREA_UM2=13900
DIEWIDTH_UM=118
DRT_WL_TOTAL_UM=427
CLOCKBUFFERDEPTH=2
RELATIVE_SLEW_SLACK_PCT=85.5
TNS_NS=0
GLOBALPLACE.CONGESTION=0.557
NETLIST_INSTANCES=17
SYNTHTOPCELLSBYAREA='sky130_fd_sc_hd__dfrtp_1 64%, sky130_fd_sc_hd__inv_1 5.7%, sky130_fd_sc_hd__mux2i_1 5.1%'
CORE-AREA_UM2=9280
CLOCK_INSERTION_DELAY_WORST_SKEW_NS=0.22
SYNTHMOSTINSTANTIATEDCELL='sky130_fd_sc_hd__dfrtp_1'
FINAL_UTIL_PCT=4.54
TOOL_WARNINGS=281
GRT_FIRST_PASS_WIRELENGTH_UM=717
CRIT_TYPE='reg2out'
CTS_ROOT_BUF='sky130_fd_sc_hd__clkbuf_8'
SYNTH_FLOPS=5
PERIOD_USED_PCT=88.5
ASYNC_RESET_FF_SHARE_PCT=100
ENABLE_FLOP_CELLS=0
DP_HPWL_UM=319
SETUP_VIOL=0
CRITICAL-PATH-SLOWEST-CELL='sky130_fd_sc_hd__dfrtp_1'
POST-SYNTH-TOP-AREA-CELL='sky130_fd_sc_hd__dfrtp_1'
SKEW_NS=0.000574
SYNTHFLOPTYPE='sky130_fd_sc_hd__dfrtp_1'
GRT_OVERFLOW_TOTAL=0
INITCOREUTIL_PCT=2.12
MAXCAPVIOLCOUNT=0
POWER_DENSITY_nW_PER_UM2=1160
SYNTH_STAT.CELLS=17
GRT_SETUP_UNREPAIRED='false'
CRITPATHBUFINV=1
ROWS=35
CP.ARRIVAL_NS=0.82
REMAINING_DRC_ERRORS=0
CLOCK.FMAX_MHz=942
YOSYSUNIQUECELLTYPES=10
VIAS=136
IOS=259
ENDPOINT_KIND='output pin'
HOLD_PATH_CLASS='in2async'
DRTANTENNAVIOLNETS=0
SYNTH_AREA_UM2=196
POWER.IR.VDD_WORST_mV=0.175
N_ANTENNA_CELL=0
OUTCOME='finished, final reports clean'
YS_CHIP_AREA_UM2=196
LEAKAGE_nW=0.138
NUMCLOCKSINKS=5
CRITPATHLAUNCHTYPE='flop'
ROUTE.DETAILED.WL_PER_INST_UM=2.81
CTS_TREE='yes'
GRT_PASS1_VIAS=160
WORST_SETUP_PATH_END='done'
PEAK_PER_STAGE_DELAY_ON_THE_CRITICAL_PATH_NS=0.35
FINALWORSTPATHREQUIREDPERIOD_NS=1.06
YS_WARN_COUNT=2
CTS_MAX_LEVEL=1
YOSYS.AREA.TOP_TYPE_SHARE_PCT=63.7
STARTPOINT='done$_DFF_PP0_'
RR_ENDPOINT='count[3]$_DFF_PP0_'
INITIAL_ANTENNA_VIOLATION_COUNT=0
TIGHTEST_SLEW_NS=0.218
REG2REG_SLACK_NS=0.28
GRT_USAGE_PCT=0.605
-- state kept, by name, summed over array words and instances (netlist names) --
signal  count
count       4
done        1
-- per-layer routing --
| metal | vias to the layer above | track usage (%) | routed length (µm) |
|---|---|---|---|
| li1 | 67 | - | - |
| met1 | 63 | 0.930 | 239 |
| met2 | 4 | 0.594 | 143 |
| met3 | 2 | 0.0972 | 3 |
| met4 | 0 | 0.696 | 40 |
| met5 | - | 0 | 0 |
-- cells by family (layout without fill, tap and decap cells) --
logic type | count (synthesis) | count (layout) | synth area share [%]
buf+inv | 3 | 9 | 5.73
flops | 5 | 5 | 63.7
xor+xnor | 1 | 1 | 4.46
compound gates | 3 | 3 | 9.56
mux | 1 | 1 | 5.10
simple gates | 4 | 4 | 11.5
-- metrics by stage --
step                hold slack (ns)  total power [mW]  setup WS, ns  area [µm²]  std cells
floorplan                    0.0185             0.174         0.337         196         17
global placement              0.490             0.179         0.151         378        148
detailed placement            0.501             0.179         0.154         378        148
CTS                           0.275             0.494         0.120         422        152
global route                  0.295             0.502         0.115         422        152
finish                        0.255             0.489         0.139         422        152
-- worst min-delay path by stage --
stage / to / slack, ns
global route: count[3]$_DFF_PP0_ / 0.29
CTS: count[1]$_DFF_PP0_ / 0.28
finish: count[1]$_DFF_PP0_ / 0.25
-- report_power, final --
| part | switching, mW | internal (mW) |
|---|---|---|
| Clock | 0.0835 | 0.228 |
| Combinational | 0.00416 | 0.00307 |
| Sequential | 0 | 0.170 |
| Total | 0.0877 | 0.401 |
-- what timing repair did --
item | CTS | global route
setup endpoints to repair | 1 | 0
resized | 1 | 0
buffers inserted | 0 | 0
hold buffers | 0 | 0
-- cell type report --
class / instances / area, µm²
tap: 129 / 161
sequential: 5 / 125
multi-input combinational: 9 / 60.1
timing repair buffer: 2 / 18.8
inverter: 3 / 11.3
clock buffer: 4 / 45.0
fill: 1124 / 8860
-- placed cells by master (no fill, tap or decap), drive strengths merged, types with 2 or more instances in the layout --
| cell type | synthesis | final |
|---|---|---|
| clkbuf | 0 | 4 |
| dfrtp | 5 | 5 |
| inv | 3 | 3 |
| o21ai | 2 | 2 |
No activity file was given, so power comes from the tool's default toggle rates.
